### ./constraint.sdc
current_design dividor_rtl

set clk_period 5.5
set clk_io_pct 0.2

create_clock -name clk0 -period $clk_period [get_ports {clk}]

set non_clock_inputs [all_inputs -no_clocks]
set_input_delay [expr $clk_period * $clk_io_pct] -clock clk0 $non_clock_inputs
set_output_delay [expr $clk_period * $clk_io_pct] -clock clk0 [all_outputs]
### ./run.sh
#!/bin/bash
# OpenROAD 26Q1-2900-gdf79404cd8, Yosys 0.63+post, stock flow scripts
make -C /OpenROAD-flow-scripts/flow DESIGN_CONFIG=/design/flow/config.mk WORK_HOME=/design/flow/orfs finish
### ./design.v
module dividor_rtl #(parameter SIZE=4) 
		(
			input clk, rst, start,
			input [SIZE-1:0] a, b,
			output reg [SIZE-1:0] m,
			output reg [9:0] f);
		localparam IDLE=3'b000;
		localparam READY=3'b001;
		localparam INVALID=3'b010;
		localparam ZERO=3'b011;
		localparam REAL=3'b100;
		localparam FRACTION=3'b101;
		localparam RESULT=3'b111;
		reg [SIZE-1:0] a_reg, a_next;
		reg [2*SIZE-1:0] a_f_reg, a_f_next;
		reg [1:0] precision_reg, precision_next; 
		reg [31:0] counter_real_reg, counter_real_next;
		reg [31:0] counter_fraction_reg, counter_fraction_next; 
		reg [31:0] memory_reg [3:1];
		reg [31:0] memory_next [3:1];
		reg [2:0] current_state, next_state;
		integer i;
		always @(posedge clk or posedge rst)
			if (rst) begin
				current_state<= IDLE;
				a_reg<=0;
				a_f_reg<=0;
				counter_real_reg<=0;
				counter_fraction_reg<=0;
				precision_reg<=0;
				for(i=1;i<4;i=i+1)
					memory_reg[i]<=0;
			end	
			else begin
				current_state<= next_state;
				a_reg<=a_next;
				a_f_reg<=a_f_next;
				counter_real_reg<=counter_real_next;
				counter_fraction_reg<=counter_fraction_next;
				precision_reg<=precision_next;
				for(i=1;i<4;i=i+1)
					memory_reg[i]<=memory_next[i];
			end
		integer j;
		always@(*) begin
			a_next=a_reg;
			a_f_next=a_f_reg;
			precision_next=precision_reg;
			counter_real_next=counter_real_reg;
			counter_fraction_next=counter_fraction_reg;
			for(j=1;j<4;j=j+1)
				memory_next[j]=memory_reg[j];
			case(current_state)
				IDLE: 	begin
							if(start) 
								next_state=READY;
					  		else 
								next_state=IDLE;
						end		
				READY: 	begin
							a_next=a;
							counter_real_next=0;
							memory_next[3]=0;
							memory_next[2]=0;
							memory_next[1]=0;
							if(b==0)
								next_state=INVALID;
					   		else if (a==0)
					   			next_state=ZERO;
					   		else if (a<b) begin
					    		next_state=FRACTION;
					    		a_f_next=a_next*10;
					    		counter_fraction_next=0;
					    		precision_next=3;
					   		end
					   		else 
					    		next_state=REAL;
					    end		
				INVALID:	begin
						  		next_state=IDLE;
						 	end	    
				ZERO: 	begin
						  	next_state=IDLE;
					  	end
				REAL:	begin
							a_next=a_reg-b;
							counter_real_next=counter_real_reg+1;
							if(a_next>=b)
								next_state=REAL;
							else if (a_next==0)
								next_state=RESULT;
							else begin	
								next_state=FRACTION;
								a_f_next=a_next*10;
								counter_fraction_next=0;
								precision_next=3;	
					  	end	end
				FRACTION:	begin
								if(precision_reg>0) begin
									a_f_next=a_f_reg-b;
									counter_fraction_next=counter_fraction_reg+1;
									if(a_f_next>=b)
										next_state=FRACTION;
									else if(a_f_next==0) begin		
										next_state=RESULT;
										memory_next[precision_reg]=counter_fraction_next;
									end
									else begin
										next_state=FRACTION;
										a_f_next=a_f_next*10;
										memory_next[precision_reg]=counter_fraction_next;
										precision_next=precision_reg-1;
										counter_fraction_next=0;
									end
								end		
								else
										next_state=RESULT;	
							end	  	    
				default: next_state=IDLE;
			endcase
		end	
			always@(*) 
				case(current_state)
					RESULT: begin m=counter_real_reg; f=memory_reg[3]*100+memory_reg[2]*10+memory_reg[1]; end
					ZERO: begin m=0; f=0; end
					INVALID: begin m='bx; f='bx; end
					default: begin m='bz; f='bz; end
			endcase			
endmodule
### ./config.mk
export PLATFORM = sky130hd
export DESIGN_NAME = dividor_rtl
export DESIGN_NICKNAME = dividor_rtl
export VERILOG_FILES = /design/flow/design.v
export SDC_FILE = /design/flow/constraint.sdc
export NUM_CORES = 4
export LEC_CHECK = 1
export CORE_UTILIZATION = 30
==> qor.yml <==
status:
  outcome: "completed"
yosys:
  syn_inst: 530
  ys.flop_type: "dfrtp_1"
  synthArstFlopShare: 1.00
  ys_types: 64
  yosysWarnings: 5
  syn_area_um2: 5210
  avgSynthCellArea_um2: 9.83
  yosys_area_um2: 5210
  synth-edff-count: 0
  yosysCellCount: 530
  synth-seq-cells: 62
  synth_seq_share: 0.298
clock_tree:
  numClockSinks: 62
  root_buffer: "clkbuf_16"
  cts_tree: "yes"
  cts_made_buffers: 9
  clk-insertion-delay-late_ns: 0.33
  clkTransAtPathRegs_ns: 0.05
  holdBufCountCts: 0
  clk_path_buf_depth: 2
  h-tree-depth: 3
layout:
  seqCellArea_um2: 1550
  final_common_cell: "ha_1"
  comb_area_um2: 3400
  fillers: 1602
  drive_gt1_frac: 0.126
  final_cell_area_um2: 6100
  syn_to_final_growth_pct: 17.0
  largest_register_ffs: 27
  lay_top_cells: "68 x ha_1, 61 x dfrtp_1, 55 x inv_1, 39 x nand2_1, 32 x nor2_1"
final_timing:
  fin_crit_sh: 0.977
  finalCriticalPeriod_ns: 5.37
  worst_pin_slew_ns: 0.772
  fin_tns_setup_ns: 0
  holdWs_ns: 0.463
  setup_ws_ns: 0.129
  finalHoldViolCount: 0
  timing.fmax_mhz: 186
  fin_worst_skew_ns: 0.00696
  slew_violations: 0
  slew_headroom: 0.485
  setup_viol: 0
drt:
  dr.pass1.iters: 5
  final_antenna_net_count: 0
  num_antenna_cells: 0
  drt_iter0_drc: 146
  drc_errors: 0
  totalWireLength_um: 11100
  routed-via-count: 3887
  wl_per_cell_um: 14.1
  vias_per_cell: 4.96
placement:
  place_hpwl_um: 8490
  post-place-ws_ns: 0.454
  gp_congestion: 0.868
  placed_area_um2: 5720
  io_buffer_count: 24
grt:
  grt_overflow: 0
  grt_busiest_layer: "met2"
  grt_pass1_wl_um: 19200
  groute.layer.met1.usage: 0.201
  grt_antenna_before_repair: 0
  met3_usage: 0.0204
  met2_usage: 0.214
  grt_max_degree: 42
  track_usage: 0.135
  grt_pass1_vias: 3925
power_and_ir_drop:
  ir_drop_uv: 444
  power_leakage_uw: 0.00289
  power.density_nw_per_um2: 658
  power.total_uw: 4010
setup_path:
  setup.worst_path.start_class: "register"
  crit_type: "reg2out"
  worstPathRequired_ns: 4.40
  cp_top_family: "adder cells"
  cp_cell_sequence: "ha_1 > ha_1 > inv_1 > fa_1 > inv_1 > ha_4 > xor2_1 > fa_2 > inv_1 > ha_1 > o41a_1 > xnor2_1 > nor2_1 > clkdlybuf4s50_1"
  crit_buf_inv: 4
  cpPeakStageDelay_ns: 0.57
  slowest_stage: "fa_2"
  path_max_fanout: 4
  arrival_ns: 4.27
  critPathCaptureType: "output pin"
floorplan:
  ios: 25
  fp.dieH_um: 134
  core_um2: 16800
  row_count: 47
  die_w_um: 134
  initCoreUtil: 0.311
  chipArea_um2: 17900
min_path:
  hold_class: "reg2reg"
run:
  warning_count: 30
  cap_violations: 0
==> cells by family (layout without fill, tap and decap cells) <==
logic type	Yosys count	after routing	share of synthesized area
AND-OR/OR-AND	104	104	0.145
XOR/XNOR	44	44	0.0739
adder cells (fa/ha/maj)	85	85	0.227
buffers and inverters	72	106	0.0540
flip-flops	62	62	0.298
multiplexers	29	29	0.0708
AND/OR/NAND/NOR	134	134	0.131
==> cell usage after synthesis (all sizes together) (3+ instances only) <==
| cell | n | share of area |
|---|---|---|
| a22oi | 3 | 0.0043 |
| inv | 56 | 0.040 |
| or2 | 4 | 0.0048 |
| nor2 | 35 | 0.033 |
| nor3 | 9 | 0.0086 |
| nand3 | 10 | 0.0096 |
| o31ai | 3 | 0.0043 |
| clkbuf | 11 | 0.0079 |
| a21oi | 30 | 0.030 |
| o21ai | 16 | 0.016 |
| o2111ai | 3 | 0.0050 |
| mux2i | 8 | 0.015 |
| xnor2 | 29 | 0.049 |
| a21o | 8 | 0.012 |
| nor2b | 13 | 0.016 |
| o22ai | 3 | 0.0036 |
| dfrtp | 61 | 0.29 |
| nand2 | 39 | 0.028 |
| xor2 | 15 | 0.025 |
| a22o | 6 | 0.010 |
| or3 | 6 | 0.0082 |
| ha | 69 | 0.17 |
| mux2 | 21 | 0.055 |
| and3 | 7 | 0.0086 |
| a31o | 5 | 0.0084 |
| buf | 5 | 0.0058 |
| a221oi | 5 | 0.0084 |
| fa | 16 | 0.061 |
==> timing repair <==
item	4_1_cts	5_1_grt
resized	0	3
setup buffers	0	2
setup endpoints to repair	0	1
==> worst min-delay path: cells and delay by family (launching register included) <==
family,cells,cell delay [ns]
AOI/OAI and AO/OA,1,0.06
DFF,1,0.32
and+or+nand+nor,1,0.05
==> where the power goes <==
group          internal, uW  switching, uW  leakage, uW
Combinational          1350           1280      0.00193
Sequential              580            147     0.000800
Clock                   444            207     0.000166
==> stage by stage <==
stage | instances | utilization
final | 784 | 0.364
after global routing | 784 | 0.364
after CTS | 782 | 0.362
after detailed placement | 766 | 0.341
after global placement | 766 | 0.341
after floorplan | 530 | -
==> worst paths after layout <==
| check | start | to | slack, ns | depth (start not counted) |
|---|---|---|---|---|
| min in group asynchronous | rst | memory_reg[3][3]$_DFFE_PP0P_ | 1.10 | 2 |
| max reg2reg | a_f_reg[1]$_DFFE_PP0P_ | memory_reg[1][4]$_DFFE_PP0P_ | 1.88 | 10 |
| max in group asynchronous | rst | counter_fraction_reg[2]$_DFFE_PP0P_ | 3.49 | 3 |
| min | current_state[6]$_DFF_PP0_ | current_state[0]$_DFF_PP1_ | 0.46 | 2 |
| max | memory_reg[3][2]$_DFFE_PP0P_ | f[9] | 0.13 | 14 |
| min reg2reg | current_state[6]$_DFF_PP0_ | current_state[0]$_DFF_PP1_ | 0.46 | 2 |
==> layer usage <==
| layer | wire length, um | vias to the layer above |
|---|---|---|
| met2 | 5210 | 83 |
| li1 | - | 1913 |
| met4 | 214 | 0 |
| met3 | 427 | 14 |
| met5 | 0 | - |
| met1 | 5200 | 1877 |
==> final cells by class <==
| type | instances | area share |
|---|---|---|
| multi-input cells | 396 | 0.557 |
| flip-flops and latches | 62 | 0.255 |
| repair buffers | 34 | 0.0517 |
| well taps | 220 | 0.0451 |
| clock buffers | 9 | 0.0369 |
| inverters | 56 | 0.0345 |
| clock inverters | 7 | 0.0197 |
No activity file was given, so power comes from the tool's default toggle rates.
